### ./run.sh
#!/bin/bash
# OpenROAD 26Q1-2900-gdf79404cd8, Yosys 0.63+post, stock flow scripts
make -C /OpenROAD-flow-scripts/flow DESIGN_CONFIG=/design/flow/config.mk WORK_HOME=/design/flow/orfs finish
### ./config.mk
export PLATFORM = sky130hd
export DESIGN_NAME = uart_rx
export DESIGN_NICKNAME = uart_rx
export VERILOG_FILES = /design/flow/design.v
export SDC_FILE = /design/flow/constraint.sdc
export NUM_CORES = 4
export LEC_CHECK = 1
export CORE_AREA = 10 10 112 112
export DIE_AREA = 0 0 122 122
### ./constraint.sdc
current_design uart_rx

set clk_period 2.7
set clk_io_pct 0.2

create_clock -name clk0 -period $clk_period [get_ports {clk}]

set non_clock_inputs [all_inputs -no_clocks]
set_input_delay [expr $clk_period * $clk_io_pct] -clock clk0 $non_clock_inputs
set_output_delay [expr $clk_period * $clk_io_pct] -clock clk0 [all_outputs]
### ./design.v
module uart_rx(
    input             clk,         
    input             rxd,         
    output reg [7:0]  data_out,    
    output reg        data_valid   
    );
    parameter CLKS_PER_BIT = 5208;
    localparam STATE_IDLE = 0;
    localparam STATE_START = 1;
    localparam STATE_DATA = 2;
    localparam STATE_STOP = 3;
    reg [2:0] state = STATE_IDLE;
    reg [12:0] clk_counter = 0;  
    reg [3:0] bit_counter = 0;
    reg [7:0] data_reg = 0;
    always @(posedge clk) begin
        data_valid <= 0;  
        case(state)
            STATE_IDLE: begin
                if(rxd == 0) begin  
                    state <= STATE_START;
                    clk_counter <= 0;  
                end
            end
            STATE_START: begin  
                if(clk_counter == (CLKS_PER_BIT / 2)) begin
                    if(rxd == 0) begin  
                        state <= STATE_DATA;  
                        clk_counter <= 0;  
                        bit_counter <= 0;  
                    end else begin
                        state <= STATE_IDLE;  
                    end
                end else begin
                    clk_counter <= clk_counter + 1;
                end
            end
            STATE_DATA: begin  
                if(clk_counter == CLKS_PER_BIT - 1) begin
                    clk_counter <= 0;
                    data_reg[bit_counter] <= rxd;  
                    if(bit_counter == 7) begin  
                        state <= STATE_STOP;  
                    end else begin
                        bit_counter <= bit_counter + 1;  
                    end
                end else begin
                    clk_counter <= clk_counter + 1;
                end
            end
            STATE_STOP: begin  
                if(clk_counter == CLKS_PER_BIT - 1) begin
                    if(rxd == 1) begin  
                        data_out <= data_reg;  
                        data_valid <= 1;  
                    end
                    state <= STATE_IDLE; 
                end else begin
                    clk_counter <= clk_counter + 1;
                end
            end
            default:
                state <= STATE_IDLE;
        endcase
    end
endmodule
==> impl_metrics.csv <==
group,metric,value,unit
run_status,status,"complete, no violations",
cells_and_area,layoutNonFillerInstCount,352,
synth,yosysCellCount,200,
route,drc,0,
sta,clock_skew,13.2,ps
worst_setup_path,path_cells,"inv_1 > ha_1 > nor2_1 > nand2_1 > nor4_1 > mux2_1",
placement,dp_hpwl,3110,µm
worst_setup_path,arrival,2230,ps
clocking,cts.path.max_buffers,2,
worst_setup_path,worst_path_largest_cell_delay,570,ps
worst_setup_path,r2r_cells,6,
pwr,vdd_drop_max,0.000184,V
cells_and_area,area_growth,15.7,%
floorplanning,rows,37,
worst_setup_path,required,2740,ps
route,first_iter_violations,116,
worst_setup_path,startpoint_type,"register",
worst_setup_path,critical_path_class,"reg -> reg",
clocking,cts_buffers,5,
synth,ys.flops,36,
global_routing,track_usage,0.0599,
pwr,p_per_area,386,nW/µm²
clocking,worstSkewPairLatency,290,ps
floorplanning,die_area,14900,µm²
hold_path,hold_depth,0,
pwr,total_power,0.988,mW
synth,topCellsByArea,"edfxtp_1 47%, ha_1 4.0%, inv_1 3.2%",
hold_path,hold_class,"reg -> reg",
sta,fmax,456,MHz
synth,synth-area-yosys,2210,µm²
worst_setup_path,critPathMaxFanout,11,
synth,ys_seq_frac,0.484,
pwr,switching_share,0.206,
route,dr.pass1.iters,4,
cells_and_area,largest_reg_flops,13,
sta,finalClockPeriodUsage,0.813,
cells_and_area,flop_area,1070,µm²
placement,dp_cells,344,
cells_and_area,drive_above_1_share,0.134,
global_routing,grt_pass1_wl,7420,µm
global_routing,grt_max_degree,24,
synth,synthTopCellsByCount,"35 x edfxtp_1, 19 x inv_1, 12 x nand2_1",
global_routing,grt-ovfl-total,0,
synth,async_flop_share,0,
clocking,clock_sinks,36,
sta,finalHoldViolations,0,
worst_setup_path,end_kind,"register",
sta,relSlewSlack,0.622,
floorplanning,ios,11,
route,antenna_left,0,
sta,setup-violations-final,0,
synth,avgSynthCellArea,11.1,µm²
run,cap_viol_max_count,0,
floorplanning,core,10200,µm²
pwr,leakage,0.831,nW
synth,ff_type,"edfxtp_1",
synth,edf_count,35,
clocking,h-tree-depth,2,
route,via_count,1607,
sta,tns,0,ps
route,insertedDiodeCount,0,
route,wl_per_cell,12.1,µm
pwr,p_seq_frac,0.610,
sta,fin_crit,2190,ps
pwr,p_int,0.784,mW
synth,yosysWarnings,1,
clocking,cts_resized,0,
pwr,power.switching,0.204,mW
cells_and_area,logic_area,1020,µm²
route,viasPerCell,4.57,
floorplanning,die_height,122,µm
worst_setup_path,path_depth,6,
floorplanning,fp-utilization,0.216,
clocking,cts_tree,"built",
synth,synth_top_area_share,0.475,
sta,rsz0062_at_grt,"false",
floorplanning,die_x,122,µm
route,wl,4270,µm
worst_setup_path,crit_buf_inv,1,
global_routing,antenna_found_initial,0,
synth,top_cell,"edfxtp_1",
global_routing,grt_pass1_vias,1486,
sta,worst_pin_slew,567,ps
pwr,p_clk_frac,0.386,
synth,netlist_instances,200,
clocking,cts_setup_buffers,0,
synth,synth.cell_area,2210,µm²
synth,yosysUniqueCellTypes,56,
pwr,combPwrFrac,0.004,
worst_setup_path,crit_slowest_cell,"edfxtp_1",
synth,yosysTopAreaCell,"edfxtp_1",
clocking,clock-root-buffer,"clkbuf_8",
worst_setup_path,critical-path-top-delay-family,"flip-flops",
sta,slew_violations,0,
clocking,hold_buffers,0,
run,tool_warnings,30,
clocking,path_clk_slew,80,ps
placement,port_buffers,10,
cells_and_area,nFillCells,1060,
placement,place_congestion,0.860,
-- power groups by stage --
| stage | combinational (mW) | sequential, mW | clock [mW] |
|---|---|---|---|
| 4_1_cts | 0.00430 | 0.602 | 0.396 |
| 5_1_grt | 0.00482 | 0.602 | 0.423 |
| 6_report | 0.00440 | 0.603 | 0.381 |
-- cell families (layout without fill, tap and decap cells) --
| kind of cell | Yosys count | after routing | share of synthesized area |
|---|---|---|---|
| and+or+nand+nor | 71 | 71 | 0.196 |
| AOI/OAI and AO/OA | 52 | 52 | 0.194 |
| DFF | 36 | 36 | 0.484 |
| buffers and inverters | 27 | 43 | 0.0537 |
| adders and majority gates | 7 | 7 | 0.0396 |
| xor gates and xnor gates | 4 | 4 | 0.0158 |
| muxes | 3 | 3 | 0.0164 |
-- layout by cell type (no fill, tap or decap), types with 3 or more instances in the layout --
master,count
o211ai_1,5
nor2_1,10
o21ai_0,4
clkbuf_8,5
nand2_1,12
xnor2_1,4
buf_4,4
o2bb2ai_1,3
and3_1,5
ha_1,7
nand4_1,4
nand3_1,7
o21ai_1,10
edfxtp_1,35
and4bb_1,4
o221ai_1,5
nor4_1,3
o2111ai_1,4
a21oi_1,4
nor3_1,6
clkdlybuf4s50_1,10
inv_1,19
nand2b_1,5
-- through the flow --
stage          utilization  setup WS [ps]  instance area (µm²)  hold WS [ps]
2_1_floorplan            -            400                 2210           419
3_3_place_gp         0.242            532                 2470           438
3_5_place_dp         0.242            534                 2470           437
4_1_cts              0.250            513                 2560           456
5_1_grt              0.250            348                 2560           464
6_report             0.250            506                 2560           450
-- worst paths after layout --
path	end	start	slack, ps
worst max-delay path	data_reg[0]	bit_counter[0]	510
worst min-delay path	data_out[7]	data_reg[7]	450
worst max register to register	data_reg[0]	bit_counter[0]	510
worst min register to register	data_out[7]	data_reg[7]	450
-- per-layer routing --
layer / part of all wire / track usage / vias to the layer above
li1: - / - / 800
met1: 0.48 / 0.0892 / 749
met2: 0.42 / 0.0875 / 53
met3: 0.091 / 0.0174 / 5
met4: 0.013 / 0.00820 / 0
met5: 0 / 0 / -
-- worst reg2reg max path: stages (launching register included) --
cell and delay, ps:
edfxtp_1 570, inv_1 140, ha_1 390, nor2_1 170
nand2_1 80, nor4_1 240, mux2_1 350
-- area by class of cell --
type / instances / share of cell area
clock buffers: 5 / 0.0269
clock inverters: 3 / 0.00733
inverters: 21 / 0.0308
multi-input cells: 137 / 0.400
flip-flops and latches: 36 / 0.418
well taps: 136 / 0.0664
repair buffers: 14 / 0.0508
Power and IR drop assume default switching activity.
