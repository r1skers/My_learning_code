**./config.mk**
```make
export PLATFORM = sky130hd
export DESIGN_NAME = command_parser
export DESIGN_NICKNAME = command_parser
export VERILOG_FILES = /design/flow/design.v
export SDC_FILE = /design/flow/constraint.sdc
export NUM_CORES = 4
export LEC_CHECK = 1
export CORE_AREA = 10 10 70 70
export DIE_AREA = 0 0 80 80
```
**./constraint.sdc**
```tcl
current_design command_parser

set clk_period 2.4
set clk_io_pct 0.2

create_clock -name clk0 -period $clk_period [get_ports {clk}]

set non_clock_inputs [all_inputs -no_clocks]
set_input_delay [expr $clk_period * $clk_io_pct] -clock clk0 $non_clock_inputs
set_output_delay [expr $clk_period * $clk_io_pct] -clock clk0 [all_outputs]
```
**./design.v**
```verilog
module command_parser(
    input             clk,
    input             rst,         
    input      [7:0]  data_in,     
    input             data_valid,  
    output reg        led_out      
    );
    localparam ASCII_O = 8'h4F;
    localparam ASCII_N = 8'h4E;
    localparam ASCII_F = 8'h46;
    localparam STATE_IDLE = 0;    
    localparam STATE_GOT_O = 1;   
    localparam STATE_GOT_OF = 2;  
    reg [1:0] state = STATE_IDLE;
    always @(posedge clk) begin
        if(rst) begin
            led_out <= 0;  
            state <= STATE_IDLE;  
        end else if (data_valid) begin 
            case(state)
                STATE_IDLE: begin
                    if (data_in == ASCII_O) begin
                        state <= STATE_GOT_O;  
                    end
                end
                STATE_GOT_O: begin
                    if (data_in == ASCII_N) begin  
                        led_out <= 1;  
                        state <= STATE_IDLE;  
                    end else if (data_in == ASCII_F) begin  
                        state <= STATE_GOT_OF;  
                    end else if (data_in == ASCII_O) begin  
                        state <= STATE_GOT_O;  
                    end else begin
                        state <= STATE_IDLE;  
                    end
                end
                STATE_GOT_OF: begin
                    if (data_in == ASCII_F) begin  
                        led_out <= 0;  
                        state <= STATE_IDLE;  
                    end else if (data_in == ASCII_O) begin  
                        state <= STATE_GOT_O;  
                    end else begin
                        state <= STATE_IDLE;  
                    end
                end
                default:
                    state <= STATE_IDLE;
            endcase
        end
    end
endmodule
```
**./run.sh**
```bash
#!/bin/bash
# OpenROAD 26Q1-2900-gdf79404cd8, Yosys 0.63+post, stock flow scripts
make -C /OpenROAD-flow-scripts/flow DESIGN_CONFIG=/design/flow/config.mk WORK_HOME=/design/flow/orfs finish
```
==> flow_summary.yaml <==
# synthesis and place-and-route metrics
outcome:
  status: "finished, final reports clean"
synthesis:
  ys_area_um2: 190.2
  avgSynthCellArea_um2: 9.056
  ys_cells: 21
  top_area_share_pct: 31.58
  flop_cell: "dfxtp_1"
  syn_inst: 21
  yosys-dominant-comb-family: "simple AND/OR/NAND/NOR gates"
  async_reset_ff_share_pct: 0
  xor_share_pct: 0
  syn_area_um2: 190.2
  yosys.cell_count.top_type: "dfxtp_1"
  synth.distinct_cells: 17
  synth.area.top_cells: "dfxtp_1 32%, and4bb_1 6.6%, and4bb_2 6.6%"
  synth_seq_share_pct: 31.58
  simple_gate_area_share_pct: 51.32
  yosys.area_share.aoi_pct: 15.13
  synth-adder-area-share_pct: 0
  ys_warn_count: 1
  ys_top_cells_by_count: "3 x dfxtp_1, 2 x a21oi_1, 2 x nand2b_1"
  mux_share_pct: 0
  edf_count: 0
  ys.flops: 3
  top_area_cell: "dfxtp_1"
pwr:
  p_leak_nw: 0.1206
  power_density_mw_per_mm2: 464.4
  total_power_uw: 178.4
  ir_drop_uv: 78.88
timing:
  setup_viol: 0
  rsz0062_at_grt: "no"
  min_period_ps: 1521
  relSlewSlack_pct: 85.61
  final_max_slew_viol_count: 0
  fin_ws_ps: 879.2
  fin_worst_skew_ps: 0.2769
  worstMarginPinSlew_ps: 212.9
  fmax_ghz: 0.6576
  holdWs_ps: 524.8
  tns_ps: 0
  fin_crit_sh_pct: 63.37
  hold_violations: 0
placement:
  post-place-ws_ps: 725.2
  dpl_cell_area_um2: 357.8
  gp_congestion: 0.7639
  io_buffers: 11
critical_path:
  critPathSlowestCell: "clkdlybuf4s50_1"
  cp_data_required_time_ps: 1920
  critical_path.top_delay_family: "buffers and inverters"
  critPathKind: "reg -> out"
  endpoint_kind: "output pin"
  crit_chain: "clkdlybuf4s50_1"
  critPathBufInv: 1
  cp_max_fo: 2
  cp_data_arrival_time_ps: 1040
  start_kind: "register"
  slowest_delay_ps: 490
die:
  rows: 21
  fp.dieArea_mm2: 0.006400
  die_y_um: 80
  core_mm2: 0.003416
  ioPinCount: 12
  core_util_floorplan_pct: 5.568
  die_w_um: 80
clock_network:
  cts_hold_buf: 0
  ctsResizeCount: 0
  clk_path_buf_depth: 2
  cts_tree: "yes"
  clockRootBuffer: "clkbuf_4"
  clk_pin_slew_ps: 40
  clock.latency.late_pin_ps: 230
  post_cts_buffers: 0
  cts_made_buffers: 3
  cts_sinks: 3
  htreeDepth: 1
global_routing:
  grt_pass1_wl_um: 1062
  grt_pass1_vias: 219
  grt.total_usage_pct: 2.173
  grt-ovfl-total: 0
  grt_max_degree: 6
  antenna_found_initial: 0
routing:
  route.detailed.drc: 0
  routed_wl_um: 660
  ant_nets: 0
  wl_per_cell_um: 8.049
  firstDrtPassIters: 4
  drt_iter0_markers: 21
  vias: 213
  via_per_inst: 2.598
  antenna_cells: 0
job:
  drv_cap: 0
  log.warning_count: 25
layout:
  lay_top_cells: "11 x clkdlybuf4s50_1, 3 x clkbuf_4, 3 x dfxtp_1"
  area_delta_synth_final_pct: 102.0
  fillCellCount: 407
  drive_gt1_share_pct: 13.89
  lay_top_count: "clkdlybuf4s50_1"
  final_area_um2: 384.1
worst_hold_path:
  hp-class: "reg -> reg"
[registers in the layout, indices dropped and copies added (netlist names)]
signal / flops
state: 2
led_out: 1
[metal layers]
metal | share of wire, % | global-route usage [%] | routed length [µm] | vias up
li1 | - | - | - | 112
met1 | 63 | 3.571 | 415 | 89
met2 | 23 | 1.766 | 151 | 12
met3 | 14 | 1.591 | 93 | 0
met4 | 0 | 0.7042 | 0 | 0
met5 | 0 | 0 | 0 | -
[cells by family after synthesis]
logic type             count (synthesis)
AOI/OAI and AO/OA                      4
buffers and inverters                  1
DFF                                    3
and+or+nand+nor                       13
[final timing paths]
path,cells past startpoint,slack (ps),end,start
max reg2reg,3,1440,led_out,state[0]
min,2,520,state[0],state[0]
min reg2reg,2,520,state[0],state[0]
max,1,880,led_out,led_out
[power by group]
| group | switching, mW | total (mW) | internal, mW |
|---|---|---|---|
| combinational | 0.00891 | 0.0334 | 0.0245 |
| clock | 0.0282 | 0.0907 | 0.0624 |
| sequential | 0.00139 | 0.0543 | 0.0529 |
| total | 0.0385 | 0.178 | 0.140 |
[cell type report]
cell class | instances | area, µm² | share of cell area [%]
timing repair buffer | 11 | 110.1 | 28.66
clock buffer | 4 | 26.28 | 6.840
sequential | 3 | 60.06 | 15.64
tap | 46 | 57.56 | 14.98
inverter | 1 | 3.754 | 0.9772
multi-input combinational | 17 | 126.4 | 32.90
[per-stage QoR]
step	std cells	util (%)
2_1_floorplan	21	-
3_3_place_gp	78	10.48
3_5_place_dp	78	10.48
4_1_cts	82	11.25
5_1_grt	82	11.25
6_report	82	11.25
Power figures rest on the tool's default switching activity, not on a simulated workload.
