[run.sh]
#!/bin/bash
# OpenROAD 26Q1-2900-gdf79404cd8, Yosys 0.63+post, stock flow scripts
make -C /OpenROAD-flow-scripts/flow DESIGN_CONFIG=/design/flow/config.mk WORK_HOME=/design/flow/orfs finish
[config.mk]
export PLATFORM = sky130hd
export DESIGN_NAME = seven_segment_decoder
export DESIGN_NICKNAME = seven_segment_decoder
export VERILOG_FILES = /design/flow/design.v
export SDC_FILE = /design/flow/constraint.sdc
export NUM_CORES = 4
export LEC_CHECK = 1
export CORE_AREA = 10 10 70 70
export DIE_AREA = 0 0 80 80
[constraint.sdc]
current_design seven_segment_decoder

set clk_period 1.3
set clk_io_pct 0.2

create_clock -name clk0 -period $clk_period

set non_clock_inputs [all_inputs -no_clocks]
set_input_delay [expr $clk_period * $clk_io_pct] -clock clk0 $non_clock_inputs
set_output_delay [expr $clk_period * $clk_io_pct] -clock clk0 [all_outputs]
[design.v]
module seven_segment_decoder (
    input  wire [3:0] bcd_in,      
    output reg  [6:0] segments_out 
);
    always @(*) begin
        case (bcd_in)
            4'b0000: segments_out = 7'b0111111;  
            4'b0001: segments_out = 7'b0000110;  
            4'b0010: segments_out = 7'b1011011;  
            4'b0011: segments_out = 7'b1001111;  
            4'b0100: segments_out = 7'b1100110;  
            4'b0101: segments_out = 7'b1101101;  
            4'b0110: segments_out = 7'b1111101;  
            4'b0111: segments_out = 7'b0000111;  
            4'b1000: segments_out = 7'b1111111;  
            4'b1001: segments_out = 7'b1101111;  
            default: segments_out = 7'b0000000;  
        endcase
    end
endmodule
==> impl_metrics.toml <==
# synthesis and place-and-route metrics
[run_status]
outcome = "completed"

[grt]
grt_busiest_layer = "met2"
grt_max_degree = 6
grt_util_all_layers_pct = 2.22
grt_pass1_vias = 259
grtUsageMet1_pct = 2.97
grt_use_met2_pct = 3.53
use_met3_pct = 0.795
antenna_found_initial = 0
overflow = 0
grt_pass1_wl_um = 1200

[synth]
ys_sh_aoi_pct = 38.5
ys_chip_area_um2 = 201
synth.avg_cell_area_um2 = 7.75
synth-xor-area-share_pct = 4.35
ys_seq_share_pct = 0
synth.distinct_cells = 14
simple_gate_area_share_pct = 10.6
synthesis.area_um2 = 201
top_area_share_pct = 37.3
mux_area_share_pct = 0
area_leaders = "ha_1 37%, o21ai_0 9.9%, inv_1 9.3%, nor2b_4 6.8%, o22ai_2 6.2%"
synth-adder-area-share_pct = 37.3
syn_inst = 26
topCombFamilyByArea = "AND-OR/OR-AND gates"
ys_cells = 26
ys_warn_count = 1
yosys.area.top_type = "ha_1"

[cells_and_area]
nClkBuffers = 0
drive_gt1_share_pct = 86.7
seq_cells = 0
regArea_um2 = 0
utilization_pct = 14.9
areaGrowthSynthToFinish_pct = 152
lay_top_cells = "5 x ha_4, 5 x buf_6, 5 x buf_4, 5 x buf_2"
design_area_um2 = 508
nFillCells = 397

[placed_design]
io_buffers = 11
gp_congestion = 0.772
pre_cts_slack_ns = -0.843
dpl.hpwl_um = 589
dpl-instance-area_um2 = 407

[min_path]
hp-class = "in2out"

[route]
firstDrtPassIters = 2
drc = 0
avgViaCountPerCell = 2.68
wl_um = 785
n_antenna_cell = 0
drtAntennaViolNets = 0
drt_iter0_drc = 10
via_count = 244
wl_per_cell_um = 8.63

[timing]
post-route-period-util_pct = 98.9
fmax_mhz = 778
hold_violations = 0
slew_headroom_pct = 85.7
rsz0062_at_grt = "yes"
hold_slack_ns = 0.939
worst_slack_ns = 0.0148
final_max_slew_viol_count = 0
layout_min_cycle_time_ns = 1.29
finalSetupViolations = 0
worstMarginPinSlew_ns = 0.212

[power]
leakagePower_uw = 0.000213
p_clk_share_pct = 0
p_per_area_nw_per_um2 = 288
sw_frac_of_total_pct = 45.9
combPwrFrac_pct = 100.0
p_switching_uw = 67.0
power_frac_seq_pct = 0
power_uw = 146
p_int_uw = 79.2
peakVddDrop_v = 0.0000554

[die]
ios = 11
die_w_um = 80
rows = 21
core_um2 = 3420
chipArea_um2 = 6400
floorplan.core_util_pct = 5.90
die_h_um = 80

[worst_setup_path]
end_kind = "output pin"
worst_path_max_delay_cell = "a22o_1"
critPathTopFamily = "buffers and inverters"
path_max_fanout = 5
crit_buf_inv = 3
cp.arrival_ns = 1.03
crit_type = "in2out"
start_kind = "input port"
cp.required_ns = 1.04
cp_cell_sequence = "buf_4, buf_6, ha_1, a22o_1, buf_2"
cp_slowest_stage_delay_ns = 0.20

[job]
warnings = 39
maxCapViolations = 0
==> area by class of cell <==
class              count  area, µm²  area share, %
well taps             46       57.6           11.3
inverters              5       26.3           5.17
multi-input cells     21        280           55.2
repair buffers        19        144           28.3
==> through the flow <==
stage,std cells,TNS [ns]
4_1_cts,91,-0.0393
5_1_grt,91,-0.00484
3_5_place_dp,88,-5.33
3_3_place_gp,88,-5.30
6_report,91,0
2_1_floorplan,26,0
==> worst min-delay path, stage by stage <==
cell,delay [ns]
buf_2,0.12
buf_6,0.13
o21ai_2,0.06
buf_2,0.10
==> worst paths after layout <==
kind / start / endpoint / slack (ns) / depth (start not counted)
hold / removal: bcd_in[3] / segments_out[1] / 0.94 / 4
setup / recovery: bcd_in[1] / segments_out[4] / 0.01 / 5
==> power by group through the flow <==
stage / clock network [µW] / logic, µW / registers [µW]
after CTS: 0 / 138 / 0
after global routing: 0 / 161 / 0
final: 0 / 146 / 0
==> synthesized netlist by cell type <==
| master | number |
|---|---|
| a21o_1 | 1 |
| nor2b_4 | 1 |
| o22ai_2 | 1 |
| a21oi_1 | 1 |
| o22ai_1 | 1 |
| a22o_1 | 1 |
| a21oi_2 | 1 |
| nand2_1 | 1 |
| inv_1 | 5 |
| xnor2_1 | 1 |
| ha_1 | 6 |
| nor2_1 | 1 |
| o21ai_0 | 4 |
| o21ai_2 | 1 |
==> layer usage <==
| layer | share of wire [%] | wire length (µm) |
|---|---|---|
| met1 | 52 | 410 |
| met2 | 38 | 301 |
| met3 | 9.3 | 73 |
| met4 | 0 | 0 |
| met5 | 0 | 0 |
==> cells by family after synthesis <==
logic type,after synthesis
adders and majority gates,6
AOI/OAI and AO/OA,11
and+or+nand+nor,3
xor gates and xnor gates,1
buffers and inverters,5
==> repair_timing <==
action,in CTS,in global routing
gates resized,56,14
pin swaps,9,7
setup endpoints to repair,7,6
hold buffers,0,0
gates cloned,0,0
setup buffers,3,0
Power is estimated from default activity; no workload was simulated.
